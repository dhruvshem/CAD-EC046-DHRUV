<file path="flow/constraint.sdc">
current_design BCD_Adder

set clk_period 9.9
set clk_io_pct 0.2

create_clock -name clk0 -period $clk_period

set non_clock_inputs [all_inputs -no_clocks]
set_input_delay [expr $clk_period * $clk_io_pct] -clock clk0 $non_clock_inputs
set_output_delay [expr $clk_period * $clk_io_pct] -clock clk0 [all_outputs]
</file>
<file path="flow/run.sh">
#!/bin/bash
# OpenROAD 26Q1-2900-gdf79404cd8, Yosys 0.63+post, stock flow scripts
make -C /OpenROAD-flow-scripts/flow DESIGN_CONFIG=/design/flow/config.mk WORK_HOME=/design/flow/orfs finish
</file>
<file path="flow/config.mk">
export PLATFORM = sky130hd
export DESIGN_NAME = BCD_Adder
export DESIGN_NICKNAME = BCD_Adder
export VERILOG_FILES = /design/flow/design.v
export SDC_FILE = /design/flow/constraint.sdc
export NUM_CORES = 4
export LEC_CHECK = 1
export CORE_AREA = 10 10 70 70
export DIE_AREA = 0 0 80 80
</file>
<file path="flow/design.v">
module BCD_Adder (
    input logic  [7:0] A,B,   
    input Cin,       
    output [7:0]S,  
    output c      
);
    wire [3:0]sum0,sum1;  
    wire x0,x1;            
    wire [3:0]y,z;
    wire cc0,cc1; 
    assign {x0,sum0}=A[3:0]+B[3:0]+Cin;
    assign cc0=(sum0>4'd9)?1'b1:1'b0;
    assign y=cc0?sum0+4'd6:sum0;
    assign {x1,sum1}=A[7:4]+B[7:4]+cc0;
    assign cc1=(sum1 > 4'd9)?1'b1:1'b0;
    assign z=cc1?sum1+4'd6:sum1;
    assign S={y,z}; 
    assign c=x1|cc1;
endmodule
</file>
==> flow_summary_export.csv <==
group,metric,value,unit
run_status,outcome,"complete, no violations",
worst_hold_path,hold_path.class,"input pin to primary output",
route,drc,0,
final_timing,rsz0062_at_grt,"no",
pwr,combPwrFrac,1.000,
cells_and_area,combGateArea,419,µm²
floorplan,io_pins,26,
route,met3WireLength,112,µm
final_timing,fin_crit,7910,ps
synthesis,syn_area,434,µm²
synthesis,ys_chip_area,434,µm²
global_route,grt_pass1_wl,2010,µm
cells_and_area,final_cell_area,752,µm²
global_route,grt_pass1_vias,442,
route,vias,452,
worst_hold_path,holdCritStartpoint,"Cin",
critical_path,critPathMostFrequentCell,"fa_1",
floorplan,rows,21,
critical_path,cp_top_family,"adder cells",
route,wirelength,1280,µm
final_timing,worst_pin_slew,376,ps
job,warning_count,32,
pwr,p_sw,0.0000267,W
critical_path,critPathCaptureType,"primary output",
pwr,swShare,0.370,
placement,place_hpwl,1170,µm
clock_network,post-cts-setup-buffer-count,0,
route,n_antenna_cell,0,
pwr,power.share.clock,0,
final_timing,post-route-period-util,0.799,
floorplan,die_h,80,µm
pwr,leakage,0.300,nW
route,firstDrtPassIters,2,
synthesis,synth.distinct_cells,24,
critical_path,cp.required,7920,ps
route,drtAntennaViolNets,0,
global_route,antenna_found_initial,0,
cells_and_area,nFlopsAndLatches,0,
pwr,p_total,0.0000723,W
floorplan,die_area,6400,µm²
route,wl_per_cell,10.5,µm
pwr,p_seq_frac,0,
synthesis,ys_cells,50,
route,highest-signal-layer,"met3",
critical_path,max_stage_delay,480,ps
final_timing,slew_headroom,0.747,
cells_and_area,nFillCells,375,
critical_path,cp_cell_sequence,"clkdlybuf4s50_1, fa_1, fa_1, xnor2_1, a21boi_0, fa_1, fa_1, xnor2_1, ha_1, a2bb2oi_1, clkdlybuf4s50_1",
global_route,grt_usage,0.0373,
worst_hold_path,hold_depth,3,
route,drt_iter0_drc,21,
clock_network,cts_resized,0,
final_timing,finalHoldViolations,0,
critical_path,crit_path_max_fanout,5,
synthesis,synth_seq_share,0,
final_timing,fin_hold_ws,5050,ps
critical_path,cp.buffers_inverters,2,
cells_and_area,area_growth,73.2,%
global_route,grt_max_degree,7,
pwr,cellPowerDensity,96.1,nW/µm²
critical_path,critPathArrivalTime,5930,ps
pwr,ir_drop,19.3,µV
clock_network,ctsHoldBuffers,0,
cells_and_area,drive_gt1_frac,0.0526,
floorplan,dieWidth,80,µm
route,route.met2.wl,582,µm
job,maxCapViolCount,0,
synthesis,yosys_warnings,0,
cells_and_area,nClkBuffers,0,
final_timing,drv_slew,0,
synthesis,avgSynthCellArea,8.68,µm²
route,viasPerCell,3.70,
pwr,internal-power,0.0000455,W
critical_path,worstSetupPathType,"input pin to primary output",
critical_path,slowest_stage,"clkdlybuf4s50_1",
placement,place.gp.congestion,0.795,
floorplan,fp_util,0.127,
global_route,overflow,0,
placement,port-buffer-count,26,
worst_hold_path,min_to,"S[4]",
placement,post_dp_cell_area,752,µm²
final_timing,finalSetupViolCount,0,
cells_and_area,seq_area,0,µm²
critical_path,startpoint_type,"input pin",
route,wl_met1,587,µm
synthesis,syn_inst,50,
final_timing,fin_tns_setup,0,ps
floorplan,core_area,3420,µm²
final_timing,max_freq,126,MHz
[synthesized netlist by cell type, drive strengths merged]
master	instances	area share
nor2b	2	0.029
mux2	2	0.052
o32a	1	0.023
and3	1	0.014
o21a	1	0.017
a21oi	5	0.075
a21o	3	0.052
nand2	3	0.026
a21boi	1	0.017
a221o	1	0.023
a221oi	1	0.020
nor3b	1	0.017
a31oi	1	0.014
nand3b	1	0.017
inv	4	0.035
fa	4	0.18
xnor2	4	0.081
a311oi	1	0.020
xor2	1	0.020
and2	1	0.014
nor2	3	0.026
ha	7	0.20
a2bb2oi	1	0.020
[cell type report]
cell class / instances / share of cell area
Multi-Input combinational cell: 46 / 0.557
Timing Repair Buffer: 26 / 0.346
Tap cell: 46 / 0.0765
Inverter: 4 / 0.0200
[logic make-up after synthesis]
group | Yosys count | share of synthesized area
buffers and inverters | 4 | 0.0346
adder cells (fa/ha/maj) | 11 | 0.386
XOR/XNOR | 5 | 0.101
AND/OR/NAND/NOR | 12 | 0.144
multiplexers | 2 | 0.0519
AND-OR/OR-AND | 16 | 0.282
[metrics by stage]
stage	worst slack (ps)	utilization	std cells
floorplan	3170	-	50
CTS	1960	0.220	122
finish	1990	0.220	122
detailed placement	1960	0.220	122
global route	1800	0.220	122
global placement	2040	0.220	122
[cell usage in the layout (no fill, tap or decap)]
cell type	n
a21oi_2	2
inv_1	4
xnor2_1	4
xor2_1	1
nand2_1	3
ha_1	7
and3_1	1
a21o_1	3
nor3b_1	1
a21oi_1	3
a31oi_1	1
a311oi_1	1
clkdlybuf4s50_1	26
o21a_1	1
nor2_1	3
and2_1	1
o32a_1	1
mux2_2	2
a221o_1	1
a221oi_1	1
a21boi_0	1
nor2b_1	2
a2bb2oi_1	1
fa_1	4
nand3b_1	1
[worst max-delay path by stage]
stage | from | to | slack (ps) | cells after the start
CTS | A[0] | S[2] | 1960 | 11
global route | A[0] | S[2] | 1800 | 11
finish | A[0] | S[2] | 1990 | 11
[power by group through the flow]
stage	clock [W]	combinational, W	sequential [W]
4_1_cts	0	0.0000736	0
5_1_grt	0	0.0000807	0
6_report	0	0.0000723	0
[per-layer routing]
layer | up-vias | track usage
met5 | - | 0
met4 | 0 | 0
met3 | 0 | 0.00795
met2 | 16 | 0.0674
met1 | 200 | 0.0467
li1 | 236 | -
No activity file was given, so power comes from the tool's default toggle rates.

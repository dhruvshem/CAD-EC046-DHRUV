## design/flow/constraint.sdc

```tcl
current_design fp_multiplier

set clk_period 20.6
set clk_io_pct 0.2

create_clock -name clk0 -period $clk_period

set non_clock_inputs [all_inputs -no_clocks]
set_input_delay [expr $clk_period * $clk_io_pct] -clock clk0 $non_clock_inputs
set_output_delay [expr $clk_period * $clk_io_pct] -clock clk0 [all_outputs]
```

## design/flow/design.v

```verilog
module fp_multiplier(
    input [31:0] a,    
    input [31:0] b,    
    output [31:0] result
);
    wire sign_a = a[31];
    wire sign_b = b[31];
    wire [7:0] exp_a = a[30:23];
    wire [7:0] exp_b = b[30:23];
    wire [23:0] mant_a = {1'b1, a[22:0]}; 
    wire [23:0] mant_b = {1'b1, b[22:0]}; 
    wire sign_result = sign_a ^ sign_b;
    wire [8:0] exp_sum = exp_a + exp_b - 8'd127;
    wire [47:0] mant_product = mant_a * mant_b;
    wire [22:0] normalized_mantissa;
    wire [7:0] final_exponent;
    assign {final_exponent, normalized_mantissa} = (mant_product[47]) ? 
        {exp_sum[7:0] + 1'b1, mant_product[46:24]} : 
        {exp_sum[7:0], mant_product[45:23]};
    assign result = {sign_result, final_exponent, normalized_mantissa};
endmodule
```

## design/flow/run.sh

```bash
#!/bin/bash
# OpenROAD 26Q1-2900-gdf79404cd8, Yosys 0.63+post, stock flow scripts
make -C /OpenROAD-flow-scripts/flow DESIGN_CONFIG=/design/flow/config.mk WORK_HOME=/design/flow/orfs finish
```

## design/flow/config.mk

```make
export PLATFORM = sky130hd
export DESIGN_NAME = fp_multiplier
export DESIGN_NICKNAME = fp_multiplier
export VERILOG_FILES = /design/flow/design.v
export SDC_FILE = /design/flow/constraint.sdc
export NUM_CORES = 4
export LEC_CHECK = 1
export CORE_UTILIZATION = 40
```

==> flow_summary.toml <==
# generated from flow reports
[power_and_ir_drop]
power_report.internal_total_mw = 4.397
netSwitchingFraction = 0.5247
total_power_divided_by_cell_area_mw_per_mm2 = 443.0
vdd_ir_drop_max_v = 0.001905
power.leakage_nw = 10.86
power.switching_mw = 4.855

[routing]
dr_iter_0_viols = 454
detail_route.wirelength_um = 52370
drt.antenna.violating_nets = 0
routed-via-count = 14252
avgRoutedWirePerCell_um = 18.34
detail_route.vias_per_cell = 4.992
drt_first_pass_iters = 4
post-route-drc-count = 0

[floorplan]
floorplan.rows = 80
initial_utilization = 0.4047
chipWidth_um = 221.3
core_mm2 = 0.04755
die_area_mm2 = 0.04899
io-pin-count = 96
die-height_um = 221.3

[critical_path]
critical-path-slowest-cell = "sky130_fd_sc_hd__clkdlybuf4s50_1"
critical_path.max_stage_delay_ns = 0.99
critPathMostFrequentCell = "sky130_fd_sc_hd__fa_1"
criticalPathCategory = "input port to output port"
cp-start-kind = "input port"
worst_ep_required_time_ns = 16.48
cp.arrival_ns = 12.91
crit_path_max_fanout = 32
end_kind = "output port"

[logic_synthesis]
sequential_fraction_of_the_synthesis_area = 0
ys_warn_count = 0
ys_types = 62
synthCells = 2202
netlist_area_mm2 = 0.01924
top_area_frac = 0.5015
mean_instance_size_in_the_synthesized_netlist_um2 = 8.739
yosys_cells = 2202
synth.yosys.chip_area_mm2 = 0.01924
yosysTopAreaCell = "sky130_fd_sc_hd__fa_1"
yosys-top-cells-area = "sky130_fd_sc_hd__fa_1 50%, sky130_fd_sc_hd__ha_1 12%, sky130_fd_sc_hd__inv_1 12%"

[final_timing]
totalNegativeSetupSlack_ns = 0
grt_setup_unrepaired = "no"
finalSetupViolations = 0
worst-slew-pin-transition_ns = 1.041
finalClockPeriodUsage = 0.8269
worst_relative_slew_slack = 0.3045
drv_slew = 0
final.setup.worst_slack_ns = 3.565
finalHoldViolCount = 0
finalWorstPathRequiredPeriod_ns = 17.03
worst_hold_slack_ns = 9.165
achievable-frequency_mhz = 58.70

[final_layout]
ff_count = 0
final_layout_size_suffix_gt1_frac = 0.03396
seq_area_um2 = 0
layout_top_cells_excl_fill_tap = "600 x sky130_fd_sc_hd__inv_1, 482 x sky130_fd_sc_hd__fa_1, 291 x sky130_fd_sc_hd__nand2_1, 238 x sky130_fd_sc_hd__and2_1, 183 x sky130_fd_sc_hd__ha_1"
area_added_between_synthesis_and_finish_pct = 8.531
clock_buffer_count = 0
finalNonFillerCells = 2855
layout.cells.most_common = "sky130_fd_sc_hd__inv_1"

[place]
placed_cells_incl_taps = 2853
placement.io_buffers = 96
gp_routability_congestion = 0.9316
pre_cts_ws_ns = 3.664
dp.final_hpwl_um = 40490

[clock_tree]
post_cts_resized = 0
number_of_hold_buffers_added_after_cts = 0
post-cts-setup-buffers = 0

[hold_path]
holdPathStages = 3
hold_path.startpoint = "b[31]"
endpoint_of_the_worst_hold_timing_path = "result[31]"
holdCritPathClass = "input port to output port"

[grt]
grt_start_max_net_pins = 33
grt-ovfl-total = 0
first_global_vias = 15535
number_of_antenna_violations_at_the_first_check_in_global_routing = 0
grt_pass1_wl_um = 85390
grtUsageTotal = 0.2422

[flow_run]
max-cap-violations = 0
total_number_of_warnings_across_the_stage_logs = 33

[run_status]
outcome = "complete, no violations"
-- Yosys cell counts, drive strengths merged (10+ instances only) --
| library cell | n |
|---|---|
| a21o | 16 |
| a21oi | 48 |
| and2 | 238 |
| buf | 13 |
| clkbuf | 93 |
| fa | 482 |
| ha | 183 |
| inv | 600 |
| mux2 | 23 |
| nand2 | 291 |
| nand3 | 10 |
| nand4 | 16 |
| nor2 | 47 |
| o21ai | 21 |
| o21bai | 11 |
| xnor2 | 28 |
| xor2 | 15 |
-- routing by layer --
layer  up-vias  share of wire  track usage
met3        94           0.12       0.1158
met1      7121           0.40       0.3342
met2       588           0.46       0.3625
met4         0          0.026      0.04873
li1       6449              -            -
met5         -              0            0
-- worst max-delay path: cells and delay by family --
family                     cells  cell delay [ns]
and+or+nand+nor                6             1.08
xor gates and xnor gates       1             0.17
adders and majority gates      8             3.77
AOI/OAI and AO/OA              3             1.00
buffers and inverters         10             2.75
-- metrics by stage --
step             util  power (mW)  area (um^2)
3_5_place_dp   0.4391       9.167        20880
6_report       0.4392       9.252        20880
4_1_cts        0.4391       9.286        20880
3_3_place_gp   0.4391       9.236        20880
2_1_floorplan       -       5.702        19240
5_1_grt        0.4391       10.32        20880
-- how the worst max path moves through the flow --
stage,from,endpoint,slack [ns],cells past startpoint
after CTS,b[8],result[29],3.65,28
after global routing,b[8],result[29],3.11,28
final,b[8],result[29],3.57,28
-- power groups by stage --
stage,clock (mW),sequential (mW),combinational [mW]
after CTS,0,0,9.29
after global routing,0,0,10.3
-- layout make-up --
class / count / area [um^2]
Antenna cell: 2 / 5.005
Fill cell: 4540 / 26660
Inverter: 602 / 2260
Multi-Input combinational cell: 1494 / 16540
Tap cell: 615 / 769.5
Timing Repair Buffer: 142 / 1306
-- cells by family (layout without fill, tap and decap cells) --
logic type / Yosys count / after routing / share of synthesized area
buffers and inverters: 708 / 744 / 0.1403
adders and majority gates: 665 / 665 / 0.6205
and+or+nand+nor: 630 / 630 / 0.1611
AOI/OAI and AO/OA: 133 / 133 / 0.04519
xor gates and xnor gates: 43 / 43 / 0.01957
muxes: 23 / 23 / 0.01346
other: 0 / 2 / 0
No activity file was given, so power comes from the tool's default toggle rates.
